### ./config.mk
export PLATFORM = sky130hd
export DESIGN_NAME = gates
export DESIGN_NICKNAME = gates
export VERILOG_FILES = /design/flow/design.v
export SDC_FILE = /design/flow/constraint.sdc
export NUM_CORES = 4
export LEC_CHECK = 1
export CORE_AREA = 10 10 70 70
export DIE_AREA = 0 0 80 80
### ./constraint.sdc
current_design gates

set clk_period 1.0
set clk_io_pct 0.2

create_clock -name clk0 -period $clk_period

set non_clock_inputs [all_inputs -no_clocks]
set_input_delay [expr $clk_period * $clk_io_pct] -clock clk0 $non_clock_inputs
set_output_delay [expr $clk_period * $clk_io_pct] -clock clk0 [all_outputs]
### ./design.v
module gates(input logic [3:0] a, b, output logic [3:0] y1, y2, y3, y4, y5); 
always_comb
begin
 y1=a & b;
 y2=a | b;
 y3=a ^ b; 
 y4=~(a & b);
 y5=~(a | b);
 end endmodule
 module test_gates;
   reg A,B;
   wire Y1 , Y2 , Y3 , Y4 , Y5;
   initial
   begin
     $monitor ("in1=%b , in2=%b, out1=%b ,out2=%b ,out3=%b ,out4=%b ,out5=%b", A , B ,Y1 , Y2 , Y3 , Y4 , Y5);
   #10 
   A=0 ; B=0;
   #10 
   A=1; B=1;
   #10
   A=0 ; B=1; 
   end
   gates G1(A , B ,Y1 , Y2 , Y3 , Y4 , Y5);
   endmodule
### ./run.sh
#!/bin/bash
# OpenROAD 26Q1-2900-gdf79404cd8, Yosys 0.63+post, stock flow scripts
make -C /OpenROAD-flow-scripts/flow DESIGN_CONFIG=/design/flow/config.mk WORK_HOME=/design/flow/orfs finish
==> run summary <==
Implementation results

For this run, the number of Yosys warnings is 1. According to the timing report, the arrival time at the worst endpoint equals 770 ps. The flow measured a signed area growth from synthesis to layout of 185%.

Of all nets on the critical path, the largest fanout is 3. Per the slew report, the remaining headroom to the max-slew limit stands at 95.3%. In the synthesis report, Yosys lists the chip area as 260 µm². Synthesis produced 32 cells. The critical path buffer and inverter count is 4. The largest vdd supply drop is 82.6 µV. The category of cells accounting for the largest share of critical-path delay is buffers and inverters. Setup repair after global routing left no endpoint under its margin. The number of slew-limit violations in the final report is 0. The highest routing layer actually used is met3. The static leakage is 0.379 nW. The total wire length after detailed routing is 911 µm. The detail-routed via count per cell is 2.69. The area of all sequential standard cells is 0 µm². The endpoint type of the worst setup path is a primary output. Antenna repair during routing inserted a diode count of 0. The number of global-route vias before repair came to 340. The floorplan step set the die width to 80 µm. The vertical die dimension reported for this design is 80 µm. The library cells used most frequently in the layout, excluding fill and tap cells, are buf_6 (14), inv_1 (8), inv_2 (8), buf_4 (8), ha_1 (7). Per the gpl log, the routability congestion estimate is 0.689.

After the first detailed-routing iteration, the DRC count stood at 2. Pin placement for this block handled 28 I/O pins. The floorplan step defined a die boundary enclosing 6400 µm². The layout has 0 clock buffers. The critical path startpoint is a[2].

For this block, wires on met1 add up to 331 µm. Per the final layout report, the fraction of cells sized above drive strength 1 comes to 64.4%. The count of hold-fix buffers inserted at cts is 0. OpenROAD reports that the post-layout worst path occupies 97.4% of the period. The count of unresolved DRC violations after routing is 0. Across the run, the number of max-cap violations was 0. For the pin with the worst max-slew slack, the measured transition is 70.8 ps. The leading cell type in the layout, fill and taps excluded is buf_6.

The highest clock rate this design can be run at is 1.03 GHz. The critical path is of the in2out type. Entering global routing, the biggest net connects 4 pins. The first-pass iteration count of the detailed router is 2.

The total congestion overflow after global routing is 0. The start point of the worst hold path is b[0]. Yosys stat counts 32 cells in the synthesized netlist. The longest incremental delay of any stage on the critical path is reported as 170 ps. Per STA, the worst path is made up of buf_6 -> inv_2 -> buf_4 -> ha_1 -> clkdlybuf4s15_1.

The logs give a warning total of 44. The worst min-delay path endpoint is y3[0]. Wire segments on met2 add up to 458 µm in the final route. Once the floorplan was initialized, standard cells occupied 7.62% of the core. The row count is 21.

The average instance in the mapped netlist occupies 8.13 µm². The number of sequential cells in the layout is 0. The remaining number of nets flagged by the antenna check after routing is 0. The final core utilization is 21.7%. After layout, the minimum clock period comes to 974 ps. The library cell contributing the largest single delay on the critical path is ha_1. Summed over all routing layers, the global router reports a total usage of 2.70%. The overall via count from detail_route is 320.

STA classifies the critical path startpoint as an input port. For the final routed database, the setup TNS stands at 0 ps. The detailed placement HPWL is 823 µm. The count of different cell masters after synthesis is 2. The count of final hold-check violations is 0. The first global-routing pass estimated 1530 µm of wire. The routed wirelength normalized by instance count is 7.66 µm. The flow ran to the end, and the final reports show no timing, DRC or antenna violations. The floorplan core area is 3420 µm².

The areal power density over the cells is 274 nW/µm². The sequential share of the synthesized area is 0%. The hold-critical path depth is 4. The worst hold slack is 751 ps.

STA puts the critical path data required time at 800 ps. The class of the tightest hold or removal check is in2out. In this run the cell area of the synthesized design comes to 260 µm². The amount of wire on met3 after detailed routing is 121 µm. The end-of-flow timing check tallies setup violations at 0. The number of antenna violations at the first check in global routing is 0.

Total power for the finished layout comes to 203 µW. In this run the tool buffered the top-level ports with 28 buffer cells.
## cells in the mapped netlist
master   n  area (µm²)
inv_1   16        60.1
ha_1    16         200
## cell families (layout without fill, tap and decap cells)
family	after synthesis	count (layout)	share of synthesized area [%]
adder cells (fa/ha/maj)	16	16	76.9
buffers and inverters	16	57	23.1
## power breakdown
| part | switching (mW) | internal, mW | leakage, nW |
|---|---|---|---|
| logic | 0.0669 | 0.136 | 0.379 |
| clock network | 0 | 0 | 0 |
| registers | 0 | 0 | 0 |
## tightest hold or removal path: stages
cell and delay (ps):
buf_6 90, inv_2 50, ha_2 130, buf_2 80
## metal layers
metal  up-vias  GRT usage, %
met4         0             0
met1       140          3.43
li1        168             -
met5         -             0
met3         0          1.25
met2        12          4.33
## stage by stage
| step | cells | area (µm²) | setup WS, ps |
|---|---|---|---|
| floorplan | 32 | 260 | 321 |
| global placement | 118 | 688 | -695 |
| detailed placement | 118 | 688 | -709 |
| CTS | 121 | 746 | 1.67 |
| global route | 119 | 741 | 2.07 |
| finish | 119 | 741 | 26.4 |
## layout make-up
| cell class | instances | area, µm² |
|---|---|---|
| fill | 391 | 2680 |
| inverter | 16 | 60.1 |
| multi-input combinational | 16 | 263 |
| tap | 46 | 57.6 |
| timing repair buffer | 41 | 360 |
## worst max path at each step
| stage | endpoint | cells past startpoint |
|---|---|---|
| CTS | y4[1] | 5 |
| global route | y1[1] | 4 |
| finish | y5[2] | 5 |
## repair_timing
action	CTS	global route
endpoints found under the hold margin	0	0
pin swaps	1	0
gates resized	101	8
setup buffers	6	0
setup endpoints to repair	20	7
No activity file was given, so power comes from the tool's default toggle rates.
